File: flow/run.sh
#!/bin/bash
# OpenROAD 26Q1-2900-gdf79404cd8, Yosys 0.63+post, stock flow scripts
make -C /OpenROAD-flow-scripts/flow DESIGN_CONFIG=/design/flow/config.mk WORK_HOME=/design/flow/orfs finish
File: flow/config.mk
export PLATFORM = sky130hd
export DESIGN_NAME = pl_header_generator
export DESIGN_NICKNAME = pl_header_generator
export VERILOG_FILES = /design/flow/design.v
export SDC_FILE = /design/flow/constraint.sdc
export NUM_CORES = 4
export LEC_CHECK = 1
export CORE_UTILIZATION = 30
File: flow/constraint.sdc
current_design pl_header_generator

set clk_period 15.9
set clk_io_pct 0.2

create_clock -name clk0 -period $clk_period [get_ports {clk}]

set non_clock_inputs [all_inputs -no_clocks]
set_input_delay [expr $clk_period * $clk_io_pct] -clock clk0 $non_clock_inputs
set_output_delay [expr $clk_period * $clk_io_pct] -clock clk0 [all_outputs]
File: flow/design.v
module pl_header_generator (
  clk,
  en,
  b0_b7,
  final_pl_header_real,
  final_pl_header_imag,
  pl_header_ready
);
  parameter [0:25] sof=26'b01100011010010111010000010;
  parameter [0:63] scrseq=64'b0111000110011101100000111100100101010011010000100010110111111010;
  input wire en,clk;
  input wire [0:6] b0_b7;
  output reg [0:15] final_pl_header_real;
  output reg [0:15] final_pl_header_imag;
  output reg pl_header_ready;
  reg [0:89] PL_header_bits;
  reg [0:63] output1;
  reg [0:31]output_bits;
  integer temp_int,i=0,j;
  reg [0:15] floating_point_binary_pos=16'b0000_0000_1011_0101;
  reg [0:15] floating_point_binary_neg=16'b1111_1111_0100_1011;
  always @(posedge clk)  begin
  if (en==1)begin
    if (i==0) begin
        j=0;
        PL_header_bits=89'b0;
        pl_header_ready=0;
        output_bits[0]  = b0_b7[5];
        output_bits[1]  = b0_b7[0] ^ b0_b7[5];
        output_bits[2]  = b0_b7[1] ^ b0_b7[5];
        output_bits[3]  = b0_b7[0] ^ b0_b7[1] ^ b0_b7[5];
        output_bits[4]  = b0_b7[2] ^ b0_b7[5];
        output_bits[5]  = b0_b7[0] ^ b0_b7[2] ^ b0_b7[5];
        output_bits[6]  = b0_b7[1] ^ b0_b7[2] ^ b0_b7[5];
        output_bits[7]  = b0_b7[0] ^ b0_b7[1] ^ b0_b7[2] ^ b0_b7[5];
        output_bits[8]  = b0_b7[3] ^ b0_b7[5];
        output_bits[9]  = b0_b7[0] ^ b0_b7[3] ^ b0_b7[5];
        output_bits[10] = b0_b7[1] ^ b0_b7[3] ^ b0_b7[5];
        output_bits[11] = b0_b7[0] ^ b0_b7[1] ^ b0_b7[3] ^ b0_b7[5];
        output_bits[12] = b0_b7[2] ^ b0_b7[3] ^ b0_b7[5];
        output_bits[13] = b0_b7[0] ^ b0_b7[2] ^ b0_b7[3] ^ b0_b7[5];
        output_bits[14] = b0_b7[1] ^ b0_b7[2] ^ b0_b7[3] ^ b0_b7[5];
        output_bits[15] = b0_b7[0] ^ b0_b7[1] ^ b0_b7[2] ^ b0_b7[3] ^ b0_b7[5];
        output_bits[16] = b0_b7[4] ^ b0_b7[5];
        output_bits[17] = b0_b7[0] ^ b0_b7[4] ^ b0_b7[5];
        output_bits[18] = b0_b7[1] ^ b0_b7[4] ^ b0_b7[5];
        output_bits[19] = b0_b7[0] ^ b0_b7[1] ^ b0_b7[4] ^ b0_b7[5];
        output_bits[20] = b0_b7[2] ^ b0_b7[4] ^ b0_b7[5];
        output_bits[21] = b0_b7[0] ^ b0_b7[2] ^ b0_b7[4] ^ b0_b7[5];
        output_bits[22] = b0_b7[1] ^ b0_b7[2] ^ b0_b7[4] ^ b0_b7[5];
        output_bits[23] = b0_b7[0] ^ b0_b7[1] ^ b0_b7[2] ^ b0_b7[4] ^ b0_b7[5];
        output_bits[24] = b0_b7[3] ^ b0_b7[4] ^ b0_b7[5];
        output_bits[25] = b0_b7[0] ^ b0_b7[3] ^ b0_b7[4] ^ b0_b7[5];
        output_bits[26] = b0_b7[1] ^ b0_b7[3] ^ b0_b7[4] ^ b0_b7[5];
        output_bits[27] = b0_b7[0] ^ b0_b7[1] ^ b0_b7[3] ^ b0_b7[4] ^ b0_b7[5];
        output_bits[28] = b0_b7[2] ^ b0_b7[3] ^ b0_b7[4] ^ b0_b7[5];
        output_bits[29] = b0_b7[0] ^ b0_b7[2] ^ b0_b7[3] ^ b0_b7[4] ^ b0_b7[5];
        output_bits[30] = b0_b7[1] ^ b0_b7[2] ^ b0_b7[3] ^ b0_b7[4] ^ b0_b7[5];
        output_bits[31] = b0_b7[0] ^ b0_b7[1] ^ b0_b7[2] ^ b0_b7[3] ^ b0_b7[4] ^ b0_b7[5];
    end
    if (i<32)begin
      output1[2*i]   = output_bits[i]  ^ scrseq[2*i];
      output1[2*i+1] = output_bits[i] ^ b0_b7[6] ^ scrseq[2*i+1];
      i=i+1;
    end
    if (i==32 & j<90)begin
        PL_header_bits={sof, output1}; 
        temp_int=PL_header_bits[j];
        temp_int=(1 - 2*temp_int);
        if (j%2==0)begin
          if (temp_int>0)begin
            final_pl_header_real=floating_point_binary_pos;
            final_pl_header_imag=floating_point_binary_pos;
          end
          else begin
            final_pl_header_real=floating_point_binary_neg;
            final_pl_header_imag=floating_point_binary_neg;
          end
        end
        else begin
          if (temp_int>0)begin
            final_pl_header_real=floating_point_binary_neg;
            final_pl_header_imag=floating_point_binary_pos;
          end
          else begin
            final_pl_header_real=floating_point_binary_pos;
            final_pl_header_imag=floating_point_binary_neg;
          end
        end
        j=j+1;
    end
    if (j==90)begin
      pl_header_ready=1;
      i=0;
      j=0;
    end
  end
  end
endmodule
==> run summary <==
impl run done, here's what came out: Final Cycle Share 0.504, average wire per cell in the routed design approximately 20 um, ys flop type edfxtp_1, Final Wtd Congestion slightly below 1, Post CTS Setup Buffer Count 0, endpoints failing setup 0, global-route wire length before repair ~70000 um, routed wl met2 ~20000 um, skew final between 0.01 and 0.015 ns, DR top layer met4, vias per cell roughly 5.8, unrepaired setup endpoints after global routing no, fin util 0.334, DP HPWL 31500 um, DRT iter0 DRCs approximately 1100, placed cells 2153, hold buffer count at CTS 0, Mapped Area 13900 um^2, slowest stage cell, crit path clkdlybuf4s50_1, hold depth 2, Clock Pin Slew Worst Setup and Hold Paths ~0.07 ns, Root Buffer clkbuf_16, Final Cell Area 15200 um^2, initial antenna violation count 0, ys async rst share 0, synth warn 1, site row count about 80, status completed, area of the core between 40000 and 50000 um^2, Hold WC Path Type reg -> reg, die height 217 um, FMAX 125 MHz, yosys cell count between 1500 and 2000, GR Overflow Total 0, Registers, synthesis between 150 and 200, Post-DRT Antenna Nets 0, CTS max path bufs 2, Die ar. roughly 47000 um^2, slowest stage delay, CP 0.69 ns, met3 wire length 3670 um, Commonest Layout Cell nand2_1, Antenna Cells 0, CTS resizes 0, hold path startpoint output1[0]$_DFFE_PP_, vias in the first global route 11704, First-pass DRT Iterations 5, H-tree levels 4, PD cells between 80 and 90 nW/um^2, reg2reg path depth 18, Top-Level Pins around 42, EDFF count, synth around 170, CP Cell Sequence clkdlybuf4s50_1 -> xor2_1 -> xnor2_1 -> xor2_1 -> mux4_2 -> nand2_1 -> a31oi_1 -> a32oi_1 -> buf_4 -> xnor2_2 -> buf_4 -> mux2_2 -> a221oi_1 -> a2111oi_0 -> a311oi_2 -> a311oi_4 -> xnor2_1, WP buf/inv 3, crit-path leading delay family AND-OR/OR-AND gates, layout cell share with drive strength beyond 1 0.108, clock latency (worst-skew pair) approximately 0.47 ns, Overall Global Routing Usage 0.196, final slew viol count 0, Post-Route Setup TNS 0 ns, Netlist cell types 92, largest net degree at the start of global routing 68, final hold vios 0, Layout area overhead 9.50%, max_slew headroom 0.371, tool warning count 28, min setup slack post-route 7.88 ns, Seq/Total Area, Yosys 0.356, via count 12648, Setup crit end kind register, Top cells excl fill/tap nand2_1 (198), edfxtp_1 (165), nor2_1 (153), xnor2_1 (87), o21ai_0 (82), VDD IR max ~84 uV, CP Max Fanout between 40 and 50, max_cap viols 0, routed wire length 44600 um, Avg Synthesized Cell Area 8.53 um^2, overall power 1.23 mW, yosys synthesis chip area about 14000 um^2, crit path DRT about 16 ns, placed instance area between 10000 and 15000 um^2, Reg-to-Reg Start i[11]$_SDFFCE_PN0P_, Init Core Util 0.305, Critical path origin b0_b7[5], Cell Count, Final, Fillers Out about 2200, die width between 200 and 250 um, Clock Sinks 165, hold slack final roughly 0.56 ns, CP Class in -> reg, synthesized instance count 1631, Tmin final about 8.0 ns, Setup Slack @ Placement 7.48 ns, element type at the critical path start input port, drt drc 0, CTS tree yes, WP data arrival 8.24 ns, Num CTS Buffers 17, worst slew pin tran 0.934 ns, Lkg Pwr 4.69 nW, wire length on met1 20100 um, Levels on crit path 17, PortBufs 39
[worst min-delay path, cell delays in order (launching register included)]
cell	delay (ns)
edfxtp_1	0.34
nand2_1	0.05
o21ai_0	0.06
[layout make-up]
type	count	area, um^2
repair buffers	78	684
fillers	4587	30300
well taps	600	751
inverters	28	105
clock buffers	17	425
flip-flops and latches	165	4950
clock inverters	15	169
multi-input cells	1282	8140
[synth_stat cells, types with 18 or more instances]
cell type | count | area (um^2)
inv_1 | 27 | 101
o31ai_1 | 25 | 188
and3_1 | 23 | 144
nand2_1 | 198 | 743
a21oi_1 | 57 | 285
nand4_1 | 47 | 294
nor2_1 | 153 | 574
mux2_2 | 51 | 574
o21ai_0 | 82 | 410
xnor2_1 | 88 | 771
a31oi_1 | 36 | 225
edfxtp_1 | 165 | 4950
nand3_1 | 75 | 375
nor3_1 | 71 | 355
clkbuf_1 | 99 | 372
nor4_1 | 41 | 257
buf_2 | 18 | 90.1
xor2_1 | 51 | 447
and2_1 | 21 | 131
or4_1 | 19 | 143
buf_4 | 30 | 225
[state kept, by name (all words and copies together) (netlist names)]
signal	flops
i	32
pl_header_ready	1
output1	64
final_pl_header_imag	2
final_pl_header_real	2
output_bits	32
j	32
[power by group]
part	internal, mW	switching, mW	total (mW)	leakage, nW
combinational	0.0843	0.164	0.249	2.79
clock	0.236	0.204	0.440	0.289
sequential	0.508	0.0343	0.542	1.61
total	0.828	0.402	1.23	4.69
[per-layer routing]
layer | global-route usage | up-vias
li1 | - | 5955
met2 | 0.285 | 581
met3 | 0.0461 | 65
met1 | 0.301 | 6047
met5 | 0 | -
met4 | 0.0453 | 0
[path summary, 6_finish.rpt]
path                                        to  slack (ns)
max reg2reg      pl_header_ready$_SDFFCE_PN1P_        8.22
min reg2reg               output1[0]$_DFFE_PP_        0.56
max          final_pl_header_real[8]$_DFFE_PP_        7.88
min                       output1[0]$_DFFE_PP_        0.56
[cell families after synthesis]
kind of cell / count (synthesis) / synth area share
and+or+nand+nor: 736 / 0.272
AOI/OAI and AO/OA: 338 / 0.166
buffers and inverters: 185 / 0.0618
DFF: 165 / 0.356
xor gates and xnor gates: 140 / 0.0892
muxes: 59 / 0.0483
adders and majority gates: 7 / 0.00630
other: 1 / 0.000270
Power and IR drop assume default switching activity.
